### ./run.sh
#!/bin/bash
# OpenROAD 26Q1-2900-gdf79404cd8, Yosys 0.63+post, stock flow scripts
make -C /OpenROAD-flow-scripts/flow DESIGN_CONFIG=/design/flow/config.mk WORK_HOME=/design/flow/orfs finish
### ./config.mk
export PLATFORM = sky130hd
export DESIGN_NAME = mac1d
export DESIGN_NICKNAME = mac1d
export VERILOG_FILES = /design/flow/design.v
export SDC_FILE = /design/flow/constraint.sdc
export NUM_CORES = 4
export LEC_CHECK = 1
export CORE_UTILIZATION = 50
### ./constraint.sdc
current_design mac1d

set clk_period 14.5
set clk_io_pct 0.2

create_clock -name clk0 -period $clk_period

set non_clock_inputs [all_inputs -no_clocks]
set_input_delay [expr $clk_period * $clk_io_pct] -clock clk0 $non_clock_inputs
set_output_delay [expr $clk_period * $clk_io_pct] -clock clk0 [all_outputs]
### ./design.v
`timescale 1ps/1ps
module mac1d #(
    parameter IW_M = 4, parameter QW_M = 8,  
    parameter IW_X = 4, parameter QW_X = 8,  
    parameter IW_B = 4, parameter QW_B = 8,  
    parameter IW_Y = 4, parameter QW_Y = 8   
)(
    input  logic signed [IW_M + QW_M - 1:0] m,
    input  logic signed [IW_X + QW_X - 1:0] x,
    input  logic signed [IW_B + QW_B - 1:0] b,
    output logic signed [IW_Y + QW_Y - 1:0] y
);
    localparam IW_PROD = IW_M + IW_X;
    localparam QW_PROD = QW_M + QW_X;
    wire signed [IW_PROD + QW_PROD - 1:0] prod = m * x;
    localparam IW_SUM = (((IW_PROD) > (IW_B)) ? (IW_PROD) : (IW_B)) + 1;
    localparam QW_SUM = (((QW_PROD) > (QW_B)) ? (QW_PROD) : (QW_B));
    localparam WL_SUM = IW_SUM + QW_SUM;
    logic signed [WL_SUM - 1:0] b_aligned;
    logic signed [WL_SUM - 1:0] prod_aligned;
    if (QW_B >= QW_PROD) begin
        assign b_aligned = WL_SUM'(b);
        assign prod_aligned = WL_SUM'(prod) <<< (QW_B - QW_PROD);
    end else begin
        assign b_aligned = WL_SUM'(b) <<< (QW_PROD - QW_B);
        assign prod_aligned = WL_SUM'(prod);
    end
    wire signed [WL_SUM - 1:0] sum = prod_aligned + b_aligned;
    logic signed [IW_SUM + QW_Y - 1:0] tmp;
    if (QW_SUM >= QW_Y) assign tmp = $signed(sum[(WL_SUM - 1)-:(IW_SUM + QW_Y)]);
    else assign tmp = $signed({sum, (QW_Y - QW_SUM)'('b0)});
    if (IW_SUM >= IW_Y) assign y = $signed(tmp[(IW_Y + QW_Y - 1):0]);
    else assign y = (IW_Y + QW_Y)'(tmp);
endmodule
==> impl_metrics.toml <==
# flow metrics
[final_timing]
setup_viol = 0
slew_viol_final = 0
finalCriticalPeriod_ns = 11.90
setup-tns-final_ns = 0
whs_ns = 7.30
max_slew_margin = 0.521
max_clock_freq_ghz = 0.0840
worstMarginPinSlew_ns = 0.712
postLayoutSetupSlackWorst_ns = 2.60
finalHoldViolCount = 0
fin_crit_sh = 0.821
rsz0062_at_grt = "no"

[worst_hold_path]
min_delay_path_depth = 6
min_to = "y[11]"
min_from = "m[11]"
hold_path_class = "in -> out"

[routing]
ant_nets = 0
drt_first_pass_iters = 4
drtIter0Drc = 39
drt_drc_violations_left = 0
num_vias = 3193
drt-total-wl_um = 8900
post_drt_wl_per_cell_um = 13.0
vias_per_cell = 4.66
antenna_cells = 0

[job]
drv_cap = 0
warnings = 33

[logic_synthesis]
syn_area_um2 = 4810
synth_cell_types = 28
area_leaders = "fa_1, ha_1, inv_1"
yosys_area_um2 = 4810
netlist_instances = 530
yosysTopAreaCellShare = 0.508
synthTopCellsByCount = "inv_1, fa_1, nand2_1"
ys_cells = 530
postSynthSeqShare = 0
synth_area_leader_cell = "fa_1"
synth.avg_cell_area_um2 = 9.07
yosys_warnings = 0
top_cell = "inv_1"

[pwr]
power.share.switching = 0.405
p_int_w = 0.000939
powerDensity_nw_per_um2 = 294
combPwrFrac = 1.000
p_sw_w = 0.000640
p_leak_nw = 2.73
p_clk_frac = 0
irDropWorstVdd_mv = 0.684
seqPwrFrac = 0

[cells_and_area]
drive_above_1_share = 0.0108
seq_area_um2 = 0
postLayoutCoreUtil = 0.578
syn2layout_area_growth_pct = 11.6
ff_count = 0
comb_area_um2 = 4220
n_clock_buffer = 0
nFillCells = 852
fin_cells = 685

[global_route]
grt_pass1_vias = 3470
antenna_found_initial = 0
met1_usage = 0.351
grt_pass1_wl_um = 16500
grt_max_degree = 14
track_usage = 0.224
use_met3 = 0.0439
grt-busiest-layer = "met2"
grt.met2_usage = 0.372
grt_overflow_total = 0

[critical_path]
start_kind = "input pin"
worstSetupPathType = "in -> out"
worst_path_most_repeated_cell = "fa_1"
crit_chain = "clkdlybuf4s50_1, and2_1, fa_1, inv_1, fa_1, inv_1, fa_1, fa_1, fa_1, fa_1, ha_1, a21o_1, a21o_1, a221oi_4, nor2_2, a211oi_2, xnor2_1, clkdlybuf4s50_1"
critPathMaxFanout = 13
slowest_delay_ns = 0.68
slowest_stage = "clkdlybuf4s50_1"
required_ns = 11.60
end_kind = "output pin"
cp.arrival_ns = 9.00

[run_status]
status = "finished clean"

[floorplanning]
coreArea_um2 = 9280
chip_area_um2 = 10000
fp_util = 0.518
rows = 35
die_w_um = 100
boundaryPins = 48
die_h_um = 100

[placed_design]
port-buffer-count = 48
place.gp.congestion = 0.859
preCtsSetupSlack_ns = 2.57
place_hpwl_um = 8040
dp.cells = 685

[clock_tree]
hold_buffers = 0
cts_setup_buffers = 0
post_cts_resized = 0
[power by group through the flow]
stage	registers [W]	clock network, W	logic (W)
6_report	0	0	0.00158
5_1_grt	0	0	0.00181
4_1_cts	0	0	0.00162
[kinds of logic after synthesis]
| logic type | synth area share |
|---|---|
| AOI/OAI and AO/OA | 0.0351 |
| xor gates and xnor gates | 0.0546 |
| adders and majority gates | 0.635 |
| buffers and inverters | 0.124 |
| and+or+nand+nor | 0.151 |
[area by class of cell]
class                           count  area share
Multi-Input combinational cell    372       0.785
Inverter                          136      0.0951
Timing Repair Buffer               48      0.0895
Tap cell                          129      0.0301
[layer usage]
layer,vias to the layer above,part of all wire
met5,-,0
met4,0,0.0011
met3,2,0.045
met2,69,0.51
met1,1546,0.44
li1,1576,-
[critical path: cells and delay by family]
kind / cells / cell delay, ns
simple gates: 2 / 0.38
fa+ha+maj: 7 / 3.25
buf+inv: 4 / 1.26
compound gates: 4 / 1.08
xor+xnor: 1 / 0.14
[layout by cell type (no fill, tap or decap), drive strengths merged, types with 5 or more instances in the layout]
master           n
nor2b            8
fa             122
and2            47
nand2           80
nor2             6
xor2             6
ha              49
inv            136
xnor2           24
clkdlybuf4s50   48
a21oi            5
[worst max path at each step]
| stage | from | endpoint | slack [ns] | cells after the start |
|---|---|---|---|---|
| 6_report | x[6] | y[11] | 2.60 | 18 |
| 5_1_grt | x[0] | y[9] | 2.25 | 19 |
| 4_1_cts | x[0] | y[11] | 2.56 | 18 |
[metrics by stage]
step / power (W) / instance area (um2)
floorplan: 0.000964 / 4810
global placement: 0.00161 / 5370
detailed placement: 0.00161 / 5370
CTS: 0.00162 / 5370
global route: 0.00181 / 5370
finish: 0.00158 / 5370
Power figures rest on the tool's default switching activity, not on a simulated workload.
